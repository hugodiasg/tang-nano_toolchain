File: design/flow/run.sh
#!/bin/bash
# OpenROAD 26Q1-2900-gdf79404cd8, Yosys 0.63+post, stock flow scripts
make -C /OpenROAD-flow-scripts/flow DESIGN_CONFIG=/design/flow/config.mk WORK_HOME=/design/flow/orfs finish
File: design/flow/config.mk
export PLATFORM = sky130hd
export DESIGN_NAME = led
export DESIGN_NICKNAME = led
export VERILOG_FILES = /design/flow/design.v
export SDC_FILE = /design/flow/constraint.sdc
export NUM_CORES = 4
export LEC_CHECK = 1
export CORE_AREA = 10 10 94 94
export DIE_AREA = 0 0 104 104
File: design/flow/constraint.sdc
current_design led

set clk_period 3.1
set clk_io_pct 0.2

create_clock -name clk0 -period $clk_period [get_ports {sys_clk}]

set non_clock_inputs [all_inputs -no_clocks]
set_input_delay [expr $clk_period * $clk_io_pct] -clock clk0 $non_clock_inputs
set_output_delay [expr $clk_period * $clk_io_pct] -clock clk0 [all_outputs]
File: design/flow/design.v
module led (
    input sys_clk,
    input sys_rst_n,
    output reg [2:0] led  
);
reg [23:0] counter;
always @(posedge sys_clk or negedge sys_rst_n) begin
    if (!sys_rst_n)
        counter <= 24'd0;
    else if (counter < 24'd1200_0000)        
        counter <= counter + 1;
    else
        counter <= 24'd0;
end
always @(posedge sys_clk or negedge sys_rst_n) begin
    if (!sys_rst_n)
        led <= 3'b110;
    else if (counter == 24'd1200_0000)        
        led[2:0] <= {led[1:0],led[2]};
    else
        led <= led;
end
endmodule
==> results.cfg <==
; synthesis and place-and-route metrics
[grt]
grt_pass1_wl_um = 5050
antenna_found_initial = 0
grtUsageTotal_pct = 5.30
grt_max_degree = 28
grt-ovfl-total = 0
grt_pass1_vias = 1056

[clocking]
clock_latency_ns = 0.27
cts_tree = done
postCtsSetupRepairBufs = 0
cts_buffers = 3
cts-root-buf = clkbuf_8
cts-resized-gates = 0
holdBufCountCts = 0
cts_num_sinks = 27
clkSlewWorstSetupHoldPaths_ns = 0.09
htree_levels = 1
cts_max_path_buffers = 2

[die]
dieArea_um2 = 10800
die_y_um = 104
die-width_um = 104
io_pins = 5
fp_util_pct = 21.3
row_count = 30
core_region_area_um2 = 6830

[power]
p_leak_nw = 0.616
seqPwrFrac_pct = 62.9
p_int_mw = 0.446
combPwrFrac_pct = 1.6
clock_power_share_pct = 35.5
swShare_pct = 20.3
vdd_drop_max_v = 0.000196
p_switching_mw = 0.114
power.density_nw_per_um2 = 339

[timing]
finalHoldViolations = 0
min_period_ns = 1.90
fmax_mhz = 527
setup_tns_ns = 0
worst_pin_slew_ns = 0.579
final_max_slew_viol_count = 0
setup_viol = 0
fin_crit_sh_pct = 61.2
skew_ns = 0.00591
slew_headroom_pct = 61.1
rsz0062_at_grt = no

[yosys]
area_leaders = dfrtp_1 43%, nor2_1 4.1%, nand3_1 3.8%, dfstp_2 3.6%, xnor2_1 3.6%
synthArstFlopShare_pct = 100
synth.avg_cell_area_um2 = 9.92
ys_chip_area_um2 = 1460
top_area_share_pct = 42.9
edf_count = 0
syn_area_um2 = 1460
synthCells = 147
yosys_cells = 147
yosys_most_used_dff = dfrtp_1
synth_warnings = 1
ys_seq_elements = 27
common_cells = 25 x dfrtp_1, 16 x nor2_1, 11 x nand3_1, 8 x a21oi_1
ys_seq_share_pct = 46.5
synth_cell_types = 40
largest_area_cell = dfrtp_1
most_common_cell = dfrtp_1

[route]
ant_nets = 0
num_vias = 1100
diodes = 0
wirelength_um = 2730
routedWlPerCell_um = 11.0
drtIter0Drc = 63
via_per_inst = 4.44
firstDrtPassIters = 4
drcViolationCount = 0

[place]
dpl_cell_area_um2 = 1610
gp_congestion = 0.848
dp_hpwl_um = 1980
portBuffers = 4

[worst_setup_path]
cp-endpoint = led[2]
slowest_delay_ns = 0.55
r2r_end = counter[22]$_DFF_PN0_
reg2reg_from = counter[0]$_DFF_PN0_
cp_top_family = flip-flops
cp.depth = 1
end_kind = primary output
critPathBufInv = 1
ff2ff_path_depth = 5
crit_path_start = led[2]$_DFFE_PN1P_
cp.arrival_ns = 1.28
cp.required_ns = 2.48
path_cells = clkdlybuf4s50_1
cp_slowest_cell = dfstp_2
cp-start-kind = flip-flop
reg2reg_slack_ns = 1.22
cp_max_fo = 3
critical_path_class = reg2out

[flow_run]
warning_count = 26
maxCapViolCount = 0

[min_path]
hold_path_class = reg2reg

[outcome]
status = complete, no violations

[finish]
finalInstanceArea_um2 = 1650
synthToLayoutAreaGrowth_pct = 13.2
drive_above_1_share_pct = 13.2
-- metal layers --
layer	wire length, µm	part of all wire, %	vias to the layer above	global-route usage, %
met2	1220	45	14	7.70
met5	0	0	-	0
met4	0	0	0	0.199
met1	1390	51	539	8.08
met3	121	4.4	0	1.38
li1	-	-	547	-
-- placed cells by master (no fill, tap or decap), types with 2 or more instances in the layout --
master	n
a21oi_1	8
a21oi_2	2
and3_1	6
and4_1	2
buf_4	3
clkbuf_8	3
clkdlybuf4s50_1	4
dfrtp_1	25
dfstp_2	2
ha_1	2
inv_1	6
mux2_2	3
nand2_1	5
nand3_1	11
nand4_1	6
nor2_1	16
nor3_1	4
nor4_1	4
o21ai_0	2
o31ai_1	4
or3_1	2
or4_1	3
or4_4	2
xnor2_1	6
xor2_1	6
-- worst min path at each step --
stage	to	cells after the start	slack, ns	from
4_1_cts	counter[0]$_DFF_PN0_	1	0.51	counter[0]$_DFF_PN0_
5_1_grt	counter[0]$_DFF_PN0_	1	0.54	counter[0]$_DFF_PN0_
6_report	counter[0]$_DFF_PN0_	1	0.51	counter[0]$_DFF_PN0_
-- metrics by stage --
| stage | instances | setup slack [ns] | hold WS (ns) | util [%] | total power [mW] |
|---|---|---|---|---|---|
| final | 248 | 1.20 | 0.513 | 24.2 | 0.560 |
| after detailed placement | 244 | 1.27 | 0.501 | 23.5 | 0.368 |
| after global routing | 248 | 1.12 | 0.537 | 24.2 | 0.583 |
| after global placement | 244 | 1.30 | 0.484 | 23.5 | 0.368 |
| after CTS | 248 | 1.19 | 0.515 | 24.2 | 0.570 |
| after floorplan | 147 | 1.36 | 0.324 | - | 0.359 |
-- final cells by class --
class | count | area (µm²)
fill | 757 | 5180
multi-input combinational | 108 | 722
sequential | 27 | 678
tap | 96 | 120
timing repair buffer | 7 | 62.6
clock buffer | 4 | 45.0
inverter | 6 | 22.5
-- power groups by stage --
stage     clock network (mW)  logic [mW]  registers [mW]
5_1_grt                0.220      0.0106           0.352
6_report               0.199     0.00878           0.352
4_1_cts                0.208     0.00962           0.352
-- logic make-up after synthesis --
family                     share of synthesized area (%)
muxes                                               2.32
DFF                                                 46.5
AOI/OAI and AO/OA                                   9.44
xor gates and xnor gates                            7.21
and+or+nand+nor                                     28.8
buffers and inverters                               3.95
adders and majority gates                           1.72
-- state kept, by name, indices dropped and copies added, names as in the netlist --
register and count:
led 3, counter 24
Power and IR drop assume default switching activity.
