`run.sh`:
```
#!/bin/bash
# OpenROAD 26Q1-2900-gdf79404cd8, Yosys 0.63+post, stock flow scripts
make -C /OpenROAD-flow-scripts/flow DESIGN_CONFIG=/design/flow/config.mk WORK_HOME=/design/flow/orfs finish
```
`constraint.sdc`:
```
current_design PWM

set clk_period 2.1
set clk_io_pct 0.2

create_clock -name clk0 -period $clk_period [get_ports {clk}]

set non_clock_inputs [all_inputs -no_clocks]
set_input_delay [expr $clk_period * $clk_io_pct] -clock clk0 $non_clock_inputs
set_output_delay [expr $clk_period * $clk_io_pct] -clock clk0 [all_outputs]
```
`config.mk`:
```
export PLATFORM = sky130hd
export DESIGN_NAME = PWM
export DESIGN_NICKNAME = PWM
export VERILOG_FILES = /design/flow/design.v
export SDC_FILE = /design/flow/constraint.sdc
export NUM_CORES = 4
export LEC_CHECK = 1
export CORE_AREA = 10 10 85 85
export DIE_AREA = 0 0 95 95
```
`design.v`:
```
module PWM #(
    parameter DATA_WIDTH = 8
)(
    input clk,
    input [DATA_WIDTH-1:0] threshold,
    input nrst,
    output reg pwm
);
    reg [DATA_WIDTH-1:0] counter;
    reg [DATA_WIDTH-1:0] regthreshold;
    always @(posedge clk) begin
        if (!nrst)
        begin
           regthreshold <= threshold;                
        end else begin
            counter <= counter + 1;
            if (counter >= regthreshold) begin
                pwm <= 1;
            end else begin
                pwm <= 0;
            end      
        end
    end
endmodule
```
==> results.tsv <==
stage	metric	value	unit
worst_setup_path	crit-path cells	inv_1, ha_1, nand2b_4, a2111oi_4, o31ai_1	
place	hpwl dp	996	µm
clock_tree	Hold Buf Count CTS	0	
final_timing	Fmax	633	MHz
drt	drt total wl	1170	µm
die	Pre-Place Util	15.2	%
drt	routed vias	456	
synth	Synth Area per Inst	14.6	µm²
clock_tree	H-tree lvl count	1	
worst_setup_path	Worst Path Class, Setup	flop to flop	
finish	Fillers	598	
finish	logic area	288	µm²
worst_setup_path	Worst Path Buf+Inv	1	
final_timing	Final setup viols	0	
job	tool warnings	25	
worst_setup_path	Critical Path RT	2090	ps
finish	post-layout util	19.6	%
drt	final antenna-violating net count	0	
clock_tree	clk latency of the worst-skew pair	240	ps
worst_setup_path	crit-path leading delay family	flip-flops	
finish	register area	510	µm²
drt	Initial DRC Count	3	
final_timing	Post-Route Skew	2.05	ps
final_timing	fin crit period	1580	ps
clock_tree	root buffer cell	clkbuf_8	
worst_setup_path	Crit. End Element	flop	
synth	Synth cell types	16	
final_timing	final hold viol count	0	
die	die height	95	µm
power	Leak	0.000407	µW
grt	global route overflow	0	
grt	first-pass GRT wire length	2100	µm
drt	Diodes inserted	0	
die	chip area	9030	µm²
place	gp weighted congestion	0.679	
synth	Synth Cell Area	832	µm²
drt	DR pass1 iterations	2	
final_timing	TNS Setup	0	ps
clock_tree	CTS clk-pin slew, worst paths	60	ps
synth	Synth flops	17	
clock_tree	clock sink total	17	
final_timing	RSZ-0062 raised after global routing	false	
synth	Syn Inst Count	57	
drt	Vias/cell	3.17	
worst_setup_path	Crit Path Max Fanout	4	
synth	Yosys Chip Area	832	µm²
clock_tree	CTS tree	yes	
worst_setup_path	Worst setup SP type	flop	
die	Die W	95	µm
power	VDD IR max	559	µV
place	IO buf count	10	
clock_tree	post_cts resized	0	
clock_tree	Max Root-Sink Buffers	2	
worst_setup_path	CP peak stage delay	430	ps
synth	sequential share of the synthesized area	61.4	%
die	Rows	27	
die	IO Pins	11	
finish	share of cells above drive strength 1	8.33	%
finish	Layout area overhead	29.2	%
grt	largest net degree at the start of global routing	10	
grt	vias in the first global route	466	
die	core area	5470	µm²
power	pwr/cell area	717	nW/µm²
synth	Syn. warnings	1	
worst_setup_path	Reg2Reg Setup Slack	520	ps
final_timing	worst slew pin tran	286	ps
outcome	status	finished clean	
clock_tree	Post-CTS Setup Bufs	0	
final_timing	fin crit share	75.2	%
synth	yosys cell count	57	
worst_hold_path	Worst Hold Class	flop to flop	
drt	# DRC	0	
worst_setup_path	Worst path slowest cell	edfxtp_1	
grt	initial antenna violation count	0	
clock_tree	CTS Buf Count	3	
drt	routed length per instance	8.11	µm
final_timing	Worst slew margin	80.9	%
grt	GR Util All Layers	2.85	%
final_timing	fin. max-slew vios	0	
worst_setup_path	Crit path arrival time	1570	ps
job	max cap viols	0	
-- power breakdown --
group          leakage [µW]  switching [µW]  total, µW  internal, µW
combinational      0.000217            45.5        110          64.7
sequential         0.000167            22.7        435           412
clock             0.0000228            91.7        226           134
-- cell type report --
cell class                      instances  share of cell area [%]
Timing Repair Buffer                   11                    10.0
Inverter                                9                    3.14
Tap cell                               72                    8.38
Clock buffer                            4                    4.19
Sequential cell                        17                    47.5
Multi-Input combinational cell         31                    26.8
-- state kept, by name (all words and copies together), names as in the netlist --
name / cells
pwm: 1
regthreshold: 8
counter: 8
-- cells in the mapped netlist --
cell / count / area (µm²)
nand2_1: 2 / 7.51
ha_1: 9 / 113
and3_1: 1 / 6.26
xnor2_1: 4 / 35.0
edfxtp_1: 17 / 510
o21a_1: 2 / 15.0
nand3_1: 2 / 10.0
nor2_1: 1 / 3.75
nand4_1: 2 / 12.5
a21oi_1: 2 / 10.0
xor2_1: 2 / 17.5
o31ai_1: 1 / 7.51
inv_1: 9 / 33.8
a2111oi_4: 1 / 27.5
and4_1: 1 / 8.76
nand2b_4: 1 / 13.8
-- final timing paths --
check,cells after the start,startpoint,to
worst min register to register,1,counter[7],counter[7]
worst min-delay path,1,counter[7],counter[7]
worst max register to register,5,counter[0],pwm
worst max-delay path,5,counter[0],pwm
-- metal layers --
layer	up-vias	share of wire, %	track usage [%]
met1	210	48	3.72
li1	235	-	-
met3	0	5.7	1.20
met4	0	0	0.125
met2	11	47	4.58
met5	-	0	0
-- through the flow --
| step | cells | hold WS, ps | area [µm²] | setup slack [ps] | total power (µW) |
|---|---|---|---|---|---|
| floorplan | 57 | 519 | 832 | 599 | 508 |
| global placement | 140 | 589 | 1030 | 566 | 545 |
| detailed placement | 140 | 589 | 1030 | 529 | 553 |
| CTS | 144 | 604 | 1070 | 519 | 779 |
| global route | 144 | 634 | 1070 | 415 | 823 |
| finish | 144 | 594 | 1070 | 520 | 770 |
-- layout by cell type, fill, tap and decap left out, types with 2 or more instances in the layout --
master and n:
a21oi_1 2, clkbuf_8 3, clkdlybuf4s50_1 10, edfxtp_1 17, ha_1 9, inv_1 9, nand2_1 2, nand3_1 2
nand4_1 2, o21a_1 2, xnor2_1 4, xor2_1 2
-- worst register-to-register path, cell delays in order (launching register included) --
cell	delay [ps]
edfxtp_1	430
inv_1	110
ha_1	230
nand2b_4	150
a2111oi_4	330
o31ai_1	90
-- logic make-up after synthesis --
group	Yosys count	share of synthesized area, %
buf+inv	9	4.06
fa+ha+maj	9	13.5
flops	17	61.4
xor+xnor	6	6.32
compound gates	6	7.22
simple gates	10	7.52
No activity file was given, so power comes from the tool's default toggle rates.
