File: ./constraint.sdc
current_design clock_divider

set clk_period 11.1
set clk_io_pct 0.2

create_clock -name clk0 -period $clk_period [get_ports {clk_in}]

set non_clock_inputs [all_inputs -no_clocks]
set_input_delay [expr $clk_period * $clk_io_pct] -clock clk0 $non_clock_inputs
set_output_delay [expr $clk_period * $clk_io_pct] -clock clk0 [all_outputs]
File: ./run.sh
#!/bin/bash
# OpenROAD 26Q1-2900-gdf79404cd8, Yosys 0.63+post, stock flow scripts
make -C /OpenROAD-flow-scripts/flow DESIGN_CONFIG=/design/flow/config.mk WORK_HOME=/design/flow/orfs finish
File: ./design.v
module clock_divider
  #(parameter WIDTH = 8)
(
  input clk_in, nrst,
  input [WIDTH-1:0] scale,
  output clk_out 
);
  integer count;  
  integer CONST = 258830;  
  reg [31:0] true_scale;  
  reg signal_clk_out;  
  initial begin
      signal_clk_out = 0;
      count = 0;
      signal_clk_out = 0;
  end
  always @(posedge clk_in) begin 
    if (!nrst) begin
      signal_clk_out <= 0;
      count <= 0;
      true_scale <= scale * CONST;  
    end
    else begin
        if (count == (true_scale / 2 - 1)) begin
          signal_clk_out <= ~signal_clk_out;  
          count <= 0;
        end else begin 
          count <= count + 1;
        end
    end 
  end
  assign clk_out = (true_scale == 0) ? clk_in : signal_clk_out;  
endmodule
File: ./config.mk
export PLATFORM = sky130hd
export DESIGN_NAME = clock_divider
export DESIGN_NICKNAME = clock_divider
export VERILOG_FILES = /design/flow/design.v
export SDC_FILE = /design/flow/constraint.sdc
export NUM_CORES = 4
export LEC_CHECK = 1
export CORE_UTILIZATION = 50
==> run notes <==
The synthesis and place-and-route flow finished, so here is a summary.

The post-synthesis area per instance came out at slightly above 9 um2. The leakage power is between 2 and 2.5 nW. The async set-or-reset flop fraction in the synthesized netlist came out at 0. The top-level port count is 11.

The measured slew at the worst slew-check pin is around 0.74 ns. Summing every instance area after synthesis gives approximately 5400 um2. For this configuration, the core starts out at a cell density of 0.5199. In the routed design, unresolved DRC markers number 0. The endpoint required time on the critical path is between 8 and 9 ns.

The number of buffer cells added on primary ports is 10. Warnings reported by Yosys during synthesis add up to 1. The tally of filler cells in the layout came out at 906. The aoi/oai-family share of the synthesized area is 0.08410. Of the cells placed in the final design, the portion with a size suffix greater than 1 is 0.04643.

The commonest cells after synthesis are sky130_fd_sc_hd__inv_1, sky130_fd_sc_hd__ha_1, sky130_fd_sc_hd__nor2_1. The path with the worst hold slack has its endpoint at signal_clk_out$_SDFFE_PN0P_. The clock-pin slew reported for the worst setup and hold paths after clock tree synthesis came out at about 0.06 ns. The part of the Yosys area used for sequential elements came out at 0.2606. Sorting the synthesized cells by area gives the leading types as sky130_fd_sc_hd__ha_1, sky130_fd_sc_hd__edfxtp_1, sky130_fd_sc_hd__dfxtp_1.

The initial antenna violation count is 0. The count of library flops with an enable pin is 25. The number of instances resized during post-cts repair is 0. The delay of the slowest cell on the worst path is approximately 0.39 ns. The synthesis stats list as the most numerous cell sky130_fd_sc_hd__inv_1. The max-slew headroom at the worst pin came out at 0.5040. The length of the first detailed-routing pass in iterations came out at 6.

VDD sags by at most around 0.1 mV. In the Yosys stats the netlist draws on approximately 54 distinct library cells. The number of violations of the max-capacitance limit is 0. The finished cells cover just under 6000 um2. The report shows a maximum critical-path fanout of 2. The half-perimeter wire length after detailed placement came out at 8474 um. The number of buffers inserted by hold repair at cts is 0. The floorplan step defined a core boundary enclosing around 10000 um2.

The mux contribution to synthesized area is 0.009473. The main combinational cell family by area after synthesis is adder cells. The final setup skew came out at 0.007148 ns.

The detailed-route vias per instance is 5.298. The cell at the slowest stage of the critical path is sky130_fd_sc_hd__clkdlybuf4s50_1. In this run the most critical hold path is launched from signal_clk_out$_SDFFE_PN0P_. Looking at the reg2reg group, the worst path starts from true_scale[1]$_DFFE_PN_. The detailed router reported a total wirelength of roughly 11000 um.

In this run the tools logged warnings totalling 33. The number of synthesized register bits came out at approximately 58. Entering global routing, the biggest net connects 32 pins. Counting instances, the worst hold path has a depth of 2. The area fraction in xor and xnor cells came out at 0.1326.

The run finished with clean final reports. The global-route congestion overflow total is 0. The number of global-route vias before repair was between 3000 and 4000.

Per the summary, power density relative to cell area is 195.5 nW/um2. The row count came out at 37. The chip area came out at between 10000 and 15000 um2. The first-pass GRT wire length is roughly 18000 um. The post-route non-filler standard cell count is about 740. The final hold violation count recorded for this run is 0.

The synthesized netlist cell count is 585. The per-cell routed wire length came out at approximately 14 um. The placed instances occupy a cell area of roughly 5600 um2. Across all layers, the routed design uses between 3000 and 4000 vias.

The post-synthesis cell count from yosys is around 600. The global router's overall resource usage came out at 0.2112. The latest clock arrival within the worst-skew pair came out at 0.44 ns. The area growth from synthesis to final layout is 8.849%. The adder-cell share of the synthesized area is 0.2722. The area fraction of the largest cell type after synthesis is 0.1502. The simple-gate area share of the yosys netlist came out at 0.1798. The count of buffers added by post-CTS timing repair for setup is 0. STA reports the tightest min-delay check as being of type register to register. The height of the chip came out at around 110 um. In this run the remaining antenna-violating nets after routing total 0. The timing report shows the most common cell along the critical path to be sky130_fd_sc_hd__clkbuf_8.

STA reports a reg2reg setup slack of 7.23 ns. By startpoint and endpoint, the worst setup path is classified as clock port to output pin. The commonest register cell is sky130_fd_sc_hd__dfxtp_1. The count of final max-slew check failures came out at 0.

The last timing report of the flow puts the setup violation total at 0. The number of cells traversed by the worst register-to-register path is 11. The data arrival time reported for the critical path is 6.42 ns. Once placement completed, the tool counted placed cells totaling between 700 and 800. Setup repair after global routing left no endpoint under its margin.

The capturing point of the worst reg2reg path is count[14]$_SDFF_PP0_. The final setup TNS came out at 0 ns. The die outline width came out at around 110 um. The cell sequence reported for the critical path is clkbuf_8, clkbuf_8, mux2_2, clkdlybuf4s50_1. Detailed routing placed a total of roughly 5000 um of wire on met2. The cell type contributing the most total cell area after synthesis is sky130_fd_sc_hd__ha_1. The total inserted antenna cells is 0. The clock tree from TritonCTS is yes. The chip area line of the yosys report is around 5400 um2. STA classifies the critical path startpoint as a clock port. The first routing iteration left 121 violations. STA classifies the critical path endpoint as an output pin.

The routability-driven placement congestion ratio came out at 0.9102. The top metal layer carrying routed signals is met4. Per the detail_route log, met3 wirelength is just under 300 um. The wire length on met1 is roughly 5000 um.
[registers in the layout (all words and copies together) (netlist names)]
signal and count:
count 32, true_scale 25, signal_clk_out 1
[cell families after synthesis]
logic type / count (synthesis)
AND/OR/NAND/NOR: 191
XOR/XNOR: 82
buffers and inverters: 80
adder cells (fa/ha/maj): 98
AND-OR/OR-AND: 71
multiplexers: 5
flip-flops: 58
[critical path, delay by kind of cell]
kind / cells / cell delay [ns]
mux: 1 / 0.25
buf+inv: 3 / 0.62
[worst max-delay path by stage]
stage         startpoint  endpoint  slack [ns]  cells after the start
finish            clk_in   clk_out        2.46                      4
CTS               clk_in   clk_out        2.45                      4
global route      clk_in   clk_out        2.43                      4
[per-stage QoR]
stage | hold slack, ns | worst slack (ns) | power (mW) | util
6_report | 0.5205 | 2.460 | 1.152 | 0.5659
5_1_grt | 0.5790 | 2.426 | 1.262 | 0.5659
4_1_cts | 0.5274 | 2.449 | 1.163 | 0.5659
3_5_place_dp | 0.4972 | 2.705 | 0.9019 | 0.5392
3_3_place_gp | 0.4923 | 2.705 | 0.8970 | 0.5392
2_1_floorplan | 0.4583 | 3.108 | 0.7860 | -
[final cells by class]
| class | instances | area [um2] | share of cell area |
|---|---|---|---|
| clock buffer | 15 | 214.0 | 0.03630 |
| clock inverter | 5 | 73.82 | 0.01252 |
| inverter | 68 | 255.2 | 0.04330 |
| multi-input combinational | 447 | 3672 | 0.6230 |
| sequential | 58 | 1411 | 0.2394 |
| tap | 136 | 170.2 | 0.02887 |
| timing repair buffer | 10 | 97.59 | 0.01656 |
[power breakdown]
part           internal, mW  switching (mW)  leakage, nW
registers             0.297          0.0554        0.511
logic                 0.256           0.290         1.82
clock network         0.167          0.0856        0.152
total                 0.721           0.431         2.48
[routing by layer]
metal	vias to the layer above	global-route usage
met3	19	0.03440
met2	57	0.3478
li1	2033	-
met5	-	0
met4	0	0.03968
met1	1806	0.3079
[cells in the final DEF (no fill, tap or decap), types with 3 or more instances in the layout]
cell,synthesis,layout
sky130_fd_sc_hd__a21oi_1,18,18
sky130_fd_sc_hd__and3_1,10,10
sky130_fd_sc_hd__a21o_1,4,4
sky130_fd_sc_hd__or3_1,7,7
sky130_fd_sc_hd__nor2_1,61,61
sky130_fd_sc_hd__nor2b_1,6,6
sky130_fd_sc_hd__edfxtp_1,25,25
sky130_fd_sc_hd__nand2b_1,8,8
sky130_fd_sc_hd__inv_1,68,68
sky130_fd_sc_hd__o21a_1,3,3
sky130_fd_sc_hd__nor4_1,7,7
sky130_fd_sc_hd__ha_1,65,65
sky130_fd_sc_hd__nor3_1,18,18
sky130_fd_sc_hd__clkbuf_8,0,13
sky130_fd_sc_hd__nand2_1,23,23
sky130_fd_sc_hd__or4_1,6,6
sky130_fd_sc_hd__xnor2_1,45,45
sky130_fd_sc_hd__a211oi_1,3,3
sky130_fd_sc_hd__and4_1,3,3
sky130_fd_sc_hd__nand3_1,19,19
sky130_fd_sc_hd__xor2_1,37,37
sky130_fd_sc_hd__nand3b_1,4,4
sky130_fd_sc_hd__clkdlybuf4s50_1,0,10
sky130_fd_sc_hd__dfxtp_1,33,33
sky130_fd_sc_hd__o31ai_1,3,3
sky130_fd_sc_hd__or2_2,5,5
sky130_fd_sc_hd__nand4_1,6,6
sky130_fd_sc_hd__mux2i_1,4,4
sky130_fd_sc_hd__fa_1,33,33
sky130_fd_sc_hd__o21ai_0,19,19
Power figures rest on the tool's default switching activity, not on a simulated workload.
